`./design.v`:
```
`timescale 1ns / 1ps
module row_interplation(
    input clk,
    input rst_n,
    input in_data_en,
    input [9:0] width,
    input [7:0] row_pexil_out,
    output reg [9:0] rd_row_addr,
    output [10:0] row_cnt,
    output o_data_en_r_o,
    output o_data_en,
    output [7:0] row_inter_data
    );
    reg [10:0] rowx2;  
    reg [10:0] rowx2_cnt; 
    always@(*)
    begin
        rowx2 = width << 1;
    end
    always@(posedge clk or negedge rst_n)
    begin
        if(~rst_n)
            rowx2_cnt <= 1;
        else
        begin
            if(rowx2_cnt < width)
            begin
                if(in_data_en)
                    rowx2_cnt <= rowx2_cnt + 1;
                 else
                    rowx2_cnt <= rowx2_cnt;
            end
            else
            begin
                if(rowx2_cnt < rowx2)
                    rowx2_cnt <= rowx2_cnt + 1;
                 else
                    rowx2_cnt <= 1;
            end
        end
    end
    reg [7:0] row_pexil_out1;
    reg [7:0] row_pexil_out2;
    always@(posedge clk or negedge rst_n)
    begin
        if(~rst_n)
        begin
            row_pexil_out1 <= 0;
            row_pexil_out2 <= 0;
        end
        else
        begin
            row_pexil_out1 <= row_pexil_out;
            row_pexil_out2 <= row_pexil_out1;
        end
    end
    reg [10:0] rowx2_cnt1,
               rowx2_cnt2,
               rowx2_cnt3,
               rowx2_cnt4,
               rowx2_cnt5;
   assign row_cnt = rowx2_cnt5;
    always@(posedge clk or negedge rst_n)
    begin
        if(~rst_n)
        begin
            rowx2_cnt1 <= 0;
            rowx2_cnt2 <= 0;
            rowx2_cnt1 <= 0;
            rowx2_cnt4 <= 0;
            rowx2_cnt5 <= 0;
        end
        else
        begin
            rowx2_cnt1 <= rowx2_cnt;
            rowx2_cnt2 <= rowx2_cnt1;
            rowx2_cnt3 <= rowx2_cnt2;
            rowx2_cnt4 <= rowx2_cnt3;
            rowx2_cnt5 <= rowx2_cnt4;
        end
    end
    wire [9:0] row_pexil_out2_10bit;
    wire [9:0] row_pexil_out_10bit;
    reg [9:0] row_inter_data_r;
    assign row_pexil_out2_10bit = {2'b0,row_pexil_out2};
    assign row_pexil_out_10bit = rowx2_cnt5 == 1279? {2'b0,row_pexil_out1} : {2'b0,row_pexil_out};
    always@(posedge clk or negedge rst_n)
    begin
        if(~rst_n)
            row_inter_data_r <= 0;
        else
        begin
            if(rowx2_cnt5 <= width)
            begin
                    if(rowx2_cnt5 == 1)
                        row_inter_data_r <= {2'b0,row_pexil_out};
                    else
                    begin
                        if(rowx2_cnt5[0] == 0) 
                            row_inter_data_r <= (((row_pexil_out2_10bit << 1) + row_pexil_out2_10bit + 2) >> 2) + ((row_pexil_out_10bit + 2) >> 2);
                         else 
                            row_inter_data_r <= ((row_pexil_out2_10bit + 2) >> 2) + (((row_pexil_out_10bit << 1) + row_pexil_out_10bit + 2) >> 2);
                    end
            end
            else if(rowx2_cnt5 == 1280)
                    row_inter_data_r <= {2'b0,row_pexil_out2_10bit};
            else
            begin
                if(rowx2_cnt5[0] == 0) 
                    row_inter_data_r <= (((row_pexil_out2_10bit << 1) + row_pexil_out2_10bit + 2) >> 2) + ((row_pexil_out_10bit + 2) >> 2);
                else 
                    row_inter_data_r <= ((row_pexil_out2_10bit + 2) >> 2) + (((row_pexil_out_10bit << 1) + row_pexil_out_10bit + 2) >> 2);
            end
        end
    end
    assign row_inter_data = row_inter_data_r[7:0];
    always@(posedge clk or negedge rst_n)
    begin
        if(~rst_n)
            rd_row_addr <= 0;
        else
            rd_row_addr <= rowx2_cnt1 == 1280 ? 10'd639 :(rowx2_cnt1 == 1? 10'd0 : (rowx2_cnt1 >> 1) - 1);
    end
    reg o_data_en_r;
    always@(posedge clk or negedge rst_n)
    begin
        if(~rst_n)
            o_data_en_r <= 0;
        else if(in_data_en == 1)
            o_data_en_r <= 1;
        else if(rowx2_cnt > 639 && rowx2_cnt1 <= 1280)
            o_data_en_r <= 1;
        else
            o_data_en_r = 0;
    end
    assign o_data_en_r_o = o_data_en_r;
endmodule
```
`./run.sh`:
```
#!/bin/bash
# OpenROAD 26Q1-2900-gdf79404cd8, Yosys 0.63+post, stock flow scripts
make -C /OpenROAD-flow-scripts/flow DESIGN_CONFIG=/design/flow/config.mk WORK_HOME=/design/flow/orfs finish
```
`./config.mk`:
```
export PLATFORM = sky130hd
export DESIGN_NAME = row_interplation
export DESIGN_NICKNAME = row_interplation
export VERILOG_FILES = /design/flow/design.v
export SDC_FILE = /design/flow/constraint.sdc
export NUM_CORES = 4
export LEC_CHECK = 1
export CORE_UTILIZATION = 40
```
`./constraint.sdc`:
```
current_design row_interplation

set clk_period 8.6
set clk_io_pct 0.2

create_clock -name clk0 -period $clk_period [get_ports {clk}]

set non_clock_inputs [all_inputs -no_clocks]
set_input_delay [expr $clk_period * $clk_io_pct] -clock clk0 $non_clock_inputs
set_output_delay [expr $clk_period * $clk_io_pct] -clock clk0 [all_outputs]
```
==> out/qor.csv <==
metric;value;unit
status;finished, final reports clean;
Post-Syn Area per Cell;10.90;µm²
clk sinks;101;
share of cells above drive strength 1;5.641;%
register bit total from synthesis;101;
YS warnings;2;
slowest stage cell, crit path;clkdlybuf4s50_1;
HP Class;flip-flop to flip-flop;
Final Max Slew Viols;0;
top-count cell post-synth;dfrtp_1;
post-route cell area;0.006754;mm²
CTS tree;yes;
Logic pwr share;33.7;%
Fin. Hold Viols;0;
worst reg-to-reg path cell count;16;
dpl cell area;0.006427;mm²
Slew @ Worst Pin;0.7418;ns
DR iter-0 viols;211;
max cap viols;0;
final core occ;48.47;%
fill cell count;1223;
sequential area share after synthesis;45.14;%
clk root buf;clkbuf_16;
grt total ovfl;0;
most used cell, CP;nor2_1;
area growth from synthesis to final layout;17.99;%
top sig layer;met4;
P per Cell Area;258.2;mW/mm²
cell count after synthesis;525;
Yosys chip area;0.005724;mm²
Die Area;0.01479;mm²
GPL Wtd Cong;0.8866;
Area leader share;38.91;%
logic area;0.002959;mm²
number of enable flip-flop cells;11;
PortBufs;50;
via count;3865;
Switch Pwr;0.5786;mW
leakage power;3.148;nW
Clk Latency, worst-skew pair;0.36;ns
largest stage delay on the critical path;0.60;ns
CORE AREA;0.01393;mm²
Routed met1 length;5617;µm
first-pass GRT wire length;20510;µm
Final Skew;0.01019;ns
arrival time at the worst endpoint;5.31;ns
Die Wd;121.6;µm
post-cts resize count;0;
RSZ-0062 raised after global routing;false;
setup TNS;0;ns
Syn Std Cell Area;0.005724;mm²
Pint;1.165;mW
Seq pwr share;41.5;%
total track usage;18.76;%
# diodes;0;
CP endpoint kind;flip-flop;
Post-CTS Setup Inserts;0;
H-Tree Depth;3;
Antenna Nets Post-Route;0;
post-DR wirelength/cell;16.09;µm
FP Util;41.08;%
wire length on met3;441;µm
worst hold path cell count;0;
number of remaining DRC errors;0;
ys flop type;dfrtp_1;
Setup-failing EPs final;0;
initial antenna violation count;0;
Via-to-Cell Ratio;5.052;
top post-synthesis cells by count;dfrtp_1, ha_1, nor2_1;
area leader, netlist;dfrtp_1;
OpenROAD warning count;29;
crit share post-route;58.97;%
min Tclk post-route;5.072;ns
Clk pwr share;24.8;%
die height;121.6;µm
WS Path Type;input pin to flip-flop;
Startpoint Class;input pin;
DR WL met2;6080;µm
fmax;0.1972;GHz
ys async rst share;89.11;%
vias in the first global route;3944;
clock tree buffer depth;2;
Max FO, Critical Path;8;
Unique masters post-synth;58;
Worst Path Required;8.84;ns
FF+latch area;0.002584;mm²
hpwl dp;9321;µm
switching share of power;33.18;%
yosys cell count;525;
CP cell instances;clkdlybuf4s50_1 > mux2i_1 > nor2_1 > ha_1 > o2111a_1 > a311o_1 > a21oi_1 > nor2_1 > nor2_1 > xnor2_1 > ha_1 > nor3_1 > a211o_1 > o21ai_0 > mux2_1 > nor3_1 > nor3_2;
top cells, area;dfrtp_1, ha_1, xnor2_1;
VDD IR-drop max;200.3;µV
Rel. slew slack;50.38;%
TritonCTS buffer count;9;
drt total wl;12310;µm
Boundary Pins;52;
clock-pin slew on the worst setup and hold paths;0.07;ns
row count;43;
pin count of the biggest net entering global routing;41;
drt pass-1 iters;4;
# hold bufs at CTS;0;
==> state kept, by name (all words and copies together), names as in the netlist <==
name / count
rowx2_cnt: 11
rd_row_addr: 10
rowx2_cnt4: 11
row_pexil_out1: 8
row_inter_data_r: 8
rowx2_cnt5: 11
rowx2_cnt3: 11
o_data_en_r: 1
rowx2_cnt2: 11
rowx2_cnt1: 11
row_pexil_out2: 8
==> critical path: cells and delay by family <==
kind | cells | cell delay (ns)
buffers and inverters | 1 | 0.60
adders and majority gates | 2 | 0.64
and+or+nand+nor | 6 | 0.69
muxes | 2 | 0.60
AOI/OAI and AO/OA | 5 | 0.93
xor gates and xnor gates | 1 | 0.13
==> layer usage <==
| metal | vias up | global-route usage (%) |
|---|---|---|
| li1 | 1948 | - |
| met4 | 0 | 2.546 |
| met2 | 63 | 31.18 |
| met1 | 1839 | 27.22 |
| met3 | 15 | 3.244 |
| met5 | - | 0 |
==> cell type report <==
| type | instances | share of cell area [%] |
|---|---|---|
| well taps | 180 | 3.335 |
| flip-flops and latches | 101 | 38.25 |
| repair buffers | 53 | 7.707 |
| multi-input cells | 378 | 43.81 |
| inverters | 37 | 2.056 |
| clock buffers | 9 | 3.335 |
| clock inverters | 7 | 1.501 |
==> cells in the final DEF (no fill, tap or decap), types with 4 or more instances in the layout <==
| master | synthesis | routed |
|---|---|---|
| nor3_1 | 9 | 9 |
| xnor2_1 | 39 | 39 |
| o21bai_1 | 5 | 5 |
| clkbuf_16 | 0 | 9 |
| nor2_1 | 43 | 43 |
| nand2b_1 | 6 | 6 |
| dfrtp_1 | 89 | 89 |
| inv_1 | 37 | 37 |
| nand2_1 | 29 | 29 |
| o21ai_0 | 17 | 17 |
| o21a_1 | 4 | 4 |
| o31ai_1 | 4 | 4 |
| ha_1 | 68 | 68 |
| nand3_1 | 10 | 10 |
| xor2_1 | 15 | 15 |
| nor4_1 | 4 | 4 |
| o211ai_1 | 7 | 7 |
| buf_4 | 2 | 4 |
| or4_1 | 4 | 4 |
| mux2i_1 | 20 | 20 |
| a21o_1 | 13 | 13 |
| a21oi_1 | 27 | 27 |
| nor2b_1 | 6 | 6 |
| edfxtp_1 | 11 | 11 |
| clkdlybuf4s50_1 | 0 | 49 |
==> through the flow <==
| step | std cells | hold WS [ns] | power (mW) | setup WS, ns |
|---|---|---|---|---|
| final | 765 | 0.3501 | 1.744 | 3.528 |
| after global routing | 765 | 0.3549 | 1.874 | 3.180 |
| after CTS | 765 | 0.3520 | 1.763 | 3.523 |
| after detailed placement | 749 | 0.3344 | 1.314 | 3.168 |
| after global placement | 749 | 0.3308 | 1.310 | 3.233 |
| after floorplan | 525 | 0.3306 | 1.078 | 3.879 |
==> worst paths after layout <==
| path | startpoint | end | slack, ns |
|---|---|---|---|
| max | row_pexil_out[3] | row_inter_data_r[7] | 3.53 |
| min | rowx2_cnt4[3] | rowx2_cnt5[3] | 0.35 |
| max reg2reg | rowx2_cnt5[0] | row_inter_data_r[7] | 3.75 |
| min reg2reg | rowx2_cnt4[3] | rowx2_cnt5[3] | 0.35 |
| max in group asynchronous | rst_n | row_inter_data_r[1] | 6.49 |
| min in group asynchronous | rst_n | rowx2_cnt1[9] | 1.27 |
==> power by group through the flow <==
stage	Sequential [mW]	Clock (mW)	Combinational, mW
after CTS	0.727	0.445	0.591
after global routing	0.741	0.464	0.670
final	0.724	0.432	0.588
==> cells by family (layout without fill, tap and decap cells) <==
kind of cell / Yosys count / after routing / share of synthesized area [%]
compound gates: 93 / 93 / 10.58
xor+xnor: 54 / 54 / 8.262
fa+ha+maj: 71 / 71 / 15.91
buf+inv: 46 / 106 / 3.169
flops: 101 / 101 / 45.14
mux: 24 / 24 / 4.284
other cells: 1 / 1 / 0.06551
simple gates: 135 / 135 / 12.59
Power figures rest on the tool's default switching activity, not on a simulated workload.
