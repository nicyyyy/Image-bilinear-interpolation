--- flow/config.mk ---
export PLATFORM = sky130hd
export DESIGN_NAME = col_buf
export DESIGN_NICKNAME = col_buf
export VERILOG_FILES = /design/flow/design.v
export SDC_FILE = /design/flow/constraint.sdc
export NUM_CORES = 4
export LEC_CHECK = 1
export CORE_UTILIZATION = 40
--- flow/constraint.sdc ---
current_design col_buf

set clk_period 1.0
set clk_io_pct 0.2

create_clock -name clk0 -period $clk_period [get_ports {clk}]

set non_clock_inputs [all_inputs -no_clocks]
set_input_delay [expr $clk_period * $clk_io_pct] -clock clk0 $non_clock_inputs
set_output_delay [expr $clk_period * $clk_io_pct] -clock clk0 [all_outputs]
--- flow/design.v ---
`timescale 1ns / 1ps
module col_buf(
    input clk,
    input rst_n,
    input in_data_en,
    input [7:0] row_inter_data,
    output [7:0] buf1_data_out,
    output [7:0] buf2_data_out,
    output reg o_data_en    
    );
    parameter reg_size = 8*1280;
    reg [reg_size - 1:0] shift_buf1, 
                         shift_buf2;
    always@(posedge clk or negedge rst_n)
    begin
        if(~rst_n)
        begin
            shift_buf1 <= 0;
            shift_buf2 <= 0;
        end
        else
        begin
            if(in_data_en)
            begin
                shift_buf1 <= {shift_buf1[reg_size - 8 -1 : 0],row_inter_data};
                shift_buf2 <= {shift_buf2[reg_size - 8 -1 : 0],shift_buf1[reg_size - 1 : reg_size - 8]};
            end
            else
            begin
                shift_buf1 <= {shift_buf1[reg_size - 8 -1 : 0],shift_buf1[reg_size - 1 : reg_size - 8]};
                shift_buf2 <= {shift_buf2[reg_size - 8 -1 : 0],shift_buf2[reg_size - 1 : reg_size - 8]};
            end
        end
    end
    assign buf1_data_out = shift_buf1[7:0];
    assign buf2_data_out = shift_buf2[7:0];
    always@(posedge clk or negedge rst_n)
    begin
        if(~rst_n)
            o_data_en <= 0;
        else 
            o_data_en <= in_data_en;
    end
endmodule
--- flow/run.sh ---
#!/bin/bash
# OpenROAD 26Q1-2900-gdf79404cd8, Yosys 0.63+post, stock flow scripts
make -C /OpenROAD-flow-scripts/flow DESIGN_CONFIG=/design/flow/config.mk WORK_HOME=/design/flow/orfs finish
==> metrics.csv <==
metric,value,unit
CTS Buffer Depth,5,
initial antenna violation count,20,
worst endpoint required time,0.80,ns
Die Span Y,1130,um
Final Wtd Congestion,0.745,
"XOR Share, Synth",0,
Via Count,165000,
vias in the first global route,190000,
Clock Root Buffer,clkbuf_16,
Peak VDD IR,1.86,mV
Yosys top cell by area,dfrtp_1,
"Hold Vio Cnt, Final",40,
Core ar.,1.28,mm2
port buffer count,27,
adder share,0,
post-synth top area share,0.999,
Leak,324,nW
die width,1130,um
Simple-Gate Area Share,0,
fmax,0.444,GHz
max-cap viol count,0,
Avg Vias per Cell,3.94,
critical path's slowest cell,dfrtp_1,
failing checks,"negative hold slack, negative setup slack",
starting DRC count in detailed routing,9529,
status,"finished, violations left",
first drt pass iteration count,4,
Post-DRT Antenna Nets,0,
"Clk Latency, worst-skew pair",1.26,ns
Top area cell types,"dfrtp_1, mux2_4, buf_4",
clock sink total,20500,
GRT Resource Usage Total,0.105,
I/O pin count,28,
Mux area share,0.000424,
Top cell excl fill/tap,dfrtp_1,
CP Cell Sequence,buf_12 > buf_6,
Syn Std Cell Area,0.513,mm2
cell area after layout,0.610,mm2
Yosys warnings,1,
WL/cell,14.4,um
DPL Wire Length,260000,um
CTS H-tree lvls,7,
Clock Pin Slew Worst Setup and Hold Paths,0.06,ns
crit start category,register,
pin count of the biggest net entering global routing,123,
P&R area growth vs syn,19.0,%
Yosys Instances,20500,
signal arrival time at the worst endpoint,2.05,ns
chip area,1.29,mm2
Top Layout Cells,"dfrtp_1, clkbuf_16, buf_4",
Slew @ Worst Pin,0.743,ns
pwr dens,2540,mW/mm2
CP top delay family,flip-flops,
Routed WL,602000,um
CP peak stage delay,0.40,ns
Post-Synth AOI/OAI Area,0,
Num CTS Buffers,1803,
Crit Path Class,reg2out,
final setup fails,637,
first-pass GRT wire length,1050000,um
Rows,415,
clock skew,0.0598,ns
GR Overflow Total,0,
crit path max fanout,2,
Max Slew Vio Count,0,
Hold Crit Class,in2async,
"Seq/Total Area, Yosys",0.999,
Cell Type Count,6,
CTS tree,done,
worst hold margin,-0.0259,ns
Max-slew headroom,0.505,
Syn Area/Cell,25.0,um2
main logic family after synthesis,multiplexers,
RSZ-0062 raised after global routing,true,
FP Util,0.402,
Post-DP Area,0.548,mm2
Setup crit end kind,primary output,
OpenROAD warnings,35,
final setup margin,-1.25,ns
Post-synth regs,20500,
post-synthesis cell count,20500,
crit path time final,2.25,ns
synthesis area per yosys,0.513,mm2
"Buf+Inv Stages, Crit Path",2,
TNS Setup,-67.06,ns
layout cell share with drive strength beyond 1,0.163,
final worst-path cycle share,2.25,
# DRC,0,
fillcell total,100000,
-- path summary, 6_finish.rpt --
kind,start,depth (start not counted),endpoint,slack (ns)
worst max-delay path,shift_buf1[0],2,buf1_data_out[0],-1.25
min in group clk0,in_data_en,4,shift_buf2[5],0.14
worst min-delay path,rst_n,4,shift_buf1[4697],-0.03
worst max register to register,shift_buf1[10236],2,shift_buf2[4],-0.03
max in group asynchronous,rst_n,7,shift_buf1[4795],-0.18
worst min register to register,shift_buf1[7400],0,shift_buf1[7408],0.29
-- per-layer routing --
| metal | track usage | vias up | share of wire |
|---|---|---|---|
| li1 | - | 69500 | - |
| met4 | 0.0263 | 2 | 0.026 |
| met5 | 0 | - | 0.000022 |
| met1 | 0.205 | 91000 | 0.52 |
| met3 | 0.0340 | 1329 | 0.072 |
| met2 | 0.121 | 2930 | 0.38 |
-- where the power goes --
part | internal (mW) | leakage (nW) | switching (mW)
Combinational | 5.22 | 7.41 | 15.8
Sequential | 830 | 286 | 0.258
Clock | 412 | 30.8 | 288
-- layout make-up --
type | count | area [um2] | share of cell area
Timing Repair Buffer | 1076 | 14000 | 0.0229
Multi-Input combinational cell | 16 | 218 | 0.000357
Clock inverter | 714 | 9330 | 0.0153
Sequential cell | 20500 | 513000 | 0.840
Tap cell | 16900 | 21100 | 0.0346
Antenna cell | 6 | 15.0 | 0.0000246
Clock buffer | 2617 | 53100 | 0.0870
-- metrics by stage --
| step | worst slack [ns] | power, mW | util | cells | hold slack [ns] |
|---|---|---|---|---|---|
| after floorplan | 0.138 | 845 | - | 20500 | -0.0956 |
| after global placement | -0.444 | 866 | 0.429 | 38400 | 0.331 |
| after detailed placement | -0.450 | 867 | 0.429 | 38400 | 0.335 |
| after CTS | -1.47 | 1580 | 0.478 | 41800 | 0.000210 |
| after global routing | -1.36 | 1610 | 0.478 | 41800 | 0.0526 |
| final | -1.25 | 1550 | 0.478 | 41800 | -0.0259 |
-- registers in the layout, summed over array words and instances (netlist names) --
name and cells:
shift_buf2 10240, o_data_en 1, shift_buf1 10240
-- cell families (layout without fill, tap and decap cells) --
family / after synthesis / after routing
buffers and inverters: 18 / 4407
flip-flops: 20500 / 20500
multiplexers: 16 / 16
other: 0 / 6
-- worst register-to-register path: stages (launching register included) --
cell	delay [ns]
dfrtp_1	0.43
buf_12	0.16
mux2_4	0.30
-- synthesized netlist by cell type --
library cell / n
mux2_2: 6
mux2_4: 10
buf_6: 1
buf_4: 16
dfrtp_1: 20500
buf_12: 1
-- what timing repair did --
| item | CTS | global route |
|---|---|---|
| endpoints found under the hold margin | 20500 | 1 |
| endpoints found under the setup margin | 19 | 2374 |
| setup buffers | 1 | 0 |
| hold buffers | 32 | 1 |
| gates resized | 55 | 2 |
No activity file was given, so power comes from the tool's default toggle rates.
